`flow/design.v`:
```
module uart(
    input clk,
    input reset,
    input start,
    input [7:0] data,
    output reg tx_busy,
    output reg tx_done,
    output reg tx
);
reg [3:0] tx_state;
reg [3:0] bit_count;
reg [12:0] baud_count;
reg [7:0] tx_data_reg;
localparam IDLE = 4'b0000;
localparam START_BIT = 4'b0001;
localparam DATA_BITS = 4'b0010;
localparam STOP_BIT = 4'b0011;
always @(posedge clk or posedge reset) begin
    if (reset) begin
        tx_busy <= 1'b0;
        tx_done <= 1'b0;
        tx_state <= IDLE;
        bit_count <= 4'd0;
        baud_count <= 13'd0;
    end
    else begin
        case(tx_state)
            IDLE: begin
                tx <= 1'b1;
                if (start) begin
                    tx_busy <= 1'b1;
                    tx_done <= 1'b0;
                    tx_state <= START_BIT;
                    tx_data_reg <= data;
                    bit_count <= 4'd0;
                    baud_count <= 13'd0;
                end
            end
            START_BIT: begin
                tx <= 1'b0;
                if (baud_count == 13'd0) begin
                    tx_state <= DATA_BITS;
                end
            end
            DATA_BITS: begin
                tx <= tx_data_reg[bit_count];
                if (baud_count == 13'd0) begin
                    bit_count <= bit_count + 1;
                    if (bit_count == 8'd7) begin
                        tx_state <= STOP_BIT;
                    end
                    baud_count <= 13'd0;
                end
            end
            STOP_BIT: begin
                tx <= 1'b1;
                if (baud_count == 13'd0) begin
                    tx_busy <= 1'b0;
                    tx_done <= 1'b1;
                    tx_state <= IDLE;
                    bit_count <= 4'd0;
                end
            end
        endcase
        if (baud_count < 13'd16) begin
            baud_count <= baud_count + 1;
        end
    end
end
endmodule
```
`flow/run.sh`:
```
#!/bin/bash
# OpenROAD 26Q1-2900-gdf79404cd8, Yosys 0.63+post, stock flow scripts
make -C /OpenROAD-flow-scripts/flow DESIGN_CONFIG=/design/flow/config.mk WORK_HOME=/design/flow/orfs finish
```
`flow/config.mk`:
```
export PLATFORM = sky130hd
export DESIGN_NAME = uart
export DESIGN_NICKNAME = uart
export VERILOG_FILES = /design/flow/design.v
export SDC_FILE = /design/flow/constraint.sdc
export NUM_CORES = 4
export LEC_CHECK = 1
export CORE_UTILIZATION = 30
```
`flow/constraint.sdc`:
```
current_design uart

set clk_period 4.4
set clk_io_pct 0.2

create_clock -name clk0 -period $clk_period [get_ports {clk}]

set non_clock_inputs [all_inputs -no_clocks]
set_input_delay [expr $clk_period * $clk_io_pct] -clock clk0 $non_clock_inputs
set_output_delay [expr $clk_period * $clk_io_pct] -clock clk0 [all_outputs]
```
==> impl.org <==
#+TITLE: Flow metrics

** Clock tree
- Clk root buf :: clkbuf_8
- The timing report gives the clock slew at the launch and capture registers of the worst setup and hold paths as 60 ps.
- Number of setup buffers added after CTS :: 0
- Buffers inserted during clock tree synthesis total 5.
- The clock net in this run drives a total of 32 sinks.
- Clock tree from TritonCTS :: yes
- The number of gates resized after CTS was 0.
- The clock tree synthesis step divided the H-tree into 2 levels.
- As reported, the later end of the worst-skew pair has a clock insertion delay of 280 ps.
- Counting along the longest clock path gives a buffer depth of 2.
- Buffers inserted to repair hold after CTS numbered 0.

** Layout
- Post-Route Utilization :: 0.374
- Reg area :: around 850 um^2
- Ratio of cells with drive above 1 in the final layout :: 0.120
- Layout Cells excl Fill :: roughly 210
- Area grow syn2layout :: 19.4%
- Max FFs per register :: 13
- The filler cells instantiated in the layout total roughly 450.
- Logic area :: approximately 570 um^2

** Floorplanning
- Core Footprint :: 0.00472 mm^2
- The initialized floorplan defines 25 standard-cell rows.
- Starting utilization of the core area :: 0.313
- The chip occupies roughly 0.0052 mm^2.
- Height of the chip :: roughly 72 um
- Die width :: 72.2 um
- For this design the top-level I/O count stands at 14.

** Run
- Count of maximum capacitance violations :: 0
- Tool warnings :: 26

** GRT
- Via count of the first global-routing pass :: 1044
- Initial antenna violation count :: 0
- Entering global routing, the biggest net connects 22 pins.
- Recorded from the global router log, the overflow total was 0.
- GRT Resource Usage Total :: 0.120
- Wire length of the first global-routing pass :: 4.76 mm

** Synthesis
- In this run, the synthesized area fraction spent on adder and majority cells is recorded as 0.0254.
- Dominant combinational family :: AND-OR/OR-AND gates
- Yosys warning count :: 1
- For reference, the post-synthesis area per instance comes to between 10 and 15 um^2.
- Sequential element share of the synthesized area :: 0.572
- Yosys reg bits :: 32
- Summed standard-cell area reported by yosys :: between 0.001 and 0.0015 mm^2
- Synth Area in Compound Gates :: 0.157
- Cell count listed in synth_stat.txt :: 127
- The cell-mix breakdown from Yosys lists the simple-gate area share as 0.156.
- After synthesis, the share of cell area in mux cells is 0.0448.
- Post-synthesis instance area :: between 0.001 and 0.0015 mm^2
- Share of the synthesized netlist area taken by xor and xnor gates :: 0
- The synthesized instance count is 127.
- Number of distinct library cell variants in the gate-level netlist after synthesis :: 43

** STA
- From the final report, the count of setup violators was given as 0.
- Setup skew after layout :: roughly 8.5 ps
- Final slew viol count :: 0
- Final worst-path cycle share :: 0.529
- Based on the critical path, the design can be clocked at up to 0.430 GHz.
- Final min period :: approximately 2300 ps
- Worst slew margin relative to its limit :: 0.449
- Setup repair after global routing left no endpoint under its margin.
- Sum of negative setup slack :: 0 ps
- Final Hold Violating Endpoints :: 0
- The final timing report gives a worst setup slack of 2070 ps.
- Transition time at the pin with the least slew margin :: ~820 ps

** Hold path
- According to the hold report, the worst path is of the reg -> reg type.
- In this run the most critical hold path is launched from baud_count[10].

** Critical path
- For reference, the most critical setup path is categorized as reg -> reg.
- In this run the critical register-to-register path is launched from baud_count[9].
- In this run the worst setup path begins at baud_count[9].
- CP Data Arrival Time :: 2500 ps
- Critical path endpoint category :: flip-flop
- Required arrival time at the worst endpoint :: 4570 ps
- Category of the worst setup path launch point :: flip-flop
- Worst-path maximum fanout :: 6
- Worst R2R Setup Slack :: ~2100 ps

** Power and ir drop
- Total power normalized to cell area comes to 522 mW/mm^2.
- Across the VDD grid, the largest voltage drop is 0.144 mV.
- Summed over all cells, the static leakage comes to 0.720 nW.

** Placement
- The final weighted congestion recorded by global placement is 0.868.
- Per the placement report, the placed cell count is 201.
- Minimum setup slack after placement :: 1850 ps
- For this run the detailed placement stage logged an HPWL of a little under 2 mm.
- As logged by OpenROAD, the buffers inserted on ports number 13.

** Routing
- Before antenna repair, the detailed router went through 4 iterations.
- 0 antenna diodes ended up in the layout.
- Final Routed Wirelength :: between 2 and 3 mm
- The final route contains between 1000 and 1500 vias.
- The count of nets left with antenna violations once routing finished came out at 0.
- DR vias/cell :: 4.94
- TritonRoute output was used to compute an average wire per cell of 13.3 um.
- DRC violation count after routing :: 0
- Iteration-0 DRC Markers :: 81

** Run status
- The run finished with clean final reports.
kinds of logic after synthesis:
logic type | count (synthesis)
compound gates | 31
fa+ha+maj | 3
buf+inv | 15
flops | 32
mux | 4
simple gates | 42
worst max-delay path, stage by stage (launching register included):
cell and delay [ps]:
dfrtp_1 360, or4_1 640, nor4_1 760, nand4b_1 230, a22o_1 230
layout make-up:
cell class | count | area share
multi-input combinational | 80 | 0.322
inverter | 8 | 0.0170
tap | 67 | 0.0475
clock buffer | 8 | 0.0567
sequential | 32 | 0.479
timing repair buffer | 14 | 0.0779
power by group:
part	switching [mW]	total [mW]	internal [mW]
logic	0.139	0.270	0.130
registers	0.0624	0.412	0.350
clock network	0.0979	0.240	0.142
cell usage after synthesis:
library cell	n	area, um^2
dfrtp_1	22	551
edfxtp_1	9	270
nand2_1	9	33.8
a21oi_1	8	40.0
inv_1	8	30.0
nor2_1	7	26.3
nand3_1	6	30.0
o21ai_0	6	30.0
clkbuf_1	5	18.8
a22o_1	4	35.0
and2_1	3	18.8
ha_1	3	37.5
nor2b_1	3	18.8
nor4_1	3	18.8
mux4_2	2	45.0
or4_1	2	15.0
a2111oi_4	1	27.5
a211o_1	1	8.76
a211oi_1	1	7.51
a21o_1	1	7.51
a32oi_1	1	8.76
and4b_1	1	10.0
buf_2	1	5.00
buf_6	1	11.3
dfstp_2	1	26.3
mux2_2	1	11.3
mux2i_1	1	10.0
nand2b_1	1	6.26
nand4_1	1	6.26
nand4b_1	1	8.76
nor3_1	1	5.00
nor3b_1	1	7.51
o2111ai_1	1	8.76
o21a_1	1	7.51
o221ai_1	1	8.76
o22ai_1	1	6.26
o2bb2ai_1	1	8.76
o31a_1	1	8.76
o31ai_1	1	7.51
o32a_2	1	11.3
or2_2	1	6.26
or3b_2	1	8.76
or4_4	1	11.3
through the flow:
| stage | power, mW | cell area, um^2 | hold slack [ps] |
|---|---|---|---|
| after detailed placement | 0.684 | 1670 | 469 |
| final | 0.922 | 1770 | 481 |
| after global routing | 0.982 | 1770 | 498 |
| after CTS | 0.928 | 1770 | 482 |
| after global placement | 0.671 | 1670 | 463 |
| after floorplan | 0.617 | 1480 | 446 |
final timing paths:
| kind | endpoint | cells after the start |
|---|---|---|
| max in group asynchronous | tx_state[0] | 3 |
| max reg2reg | tx_state[1] | 4 |
| min reg2reg | baud_count[10] | 1 |
| max | tx_state[1] | 4 |
| min in group asynchronous | bit_count[1] | 2 |
| min | baud_count[10] | 1 |
layer usage:
metal,share of wire,up-vias,global-route usage,routed length (um)
li1,-,497,-,-
met1,0.45,505,0.169,1260
met2,0.48,24,0.192,1340
met3,0.041,7,0.0310,115
met4,0.023,0,0.0283,64
met5,0,-,0,0
placed cells by master, fill, tap and decap left out, types with 2 or more instances in the layout:
master           instances
nand3_1                  6
o21ai_0                  6
mux4_2                   2
edfxtp_1                 9
and2_1                   3
dfrtp_1                 22
nand2_1                  9
or4_1                    2
a22o_1                   4
nor2_1                   7
nor4_1                   3
clkbuf_8                 7
a21oi_1                  8
inv_1                    8
nor2b_1                  3
ha_1                     3
clkdlybuf4s50_1         13
No activity file was given, so power comes from the tool's default toggle rates.
